--- config.mk ---
export PLATFORM = sky130hd
export DESIGN_NAME = music
export DESIGN_NICKNAME = music
export VERILOG_FILES = /design/flow/design.v
export SDC_FILE = /design/flow/constraint.sdc
export NUM_CORES = 4
export LEC_CHECK = 1
export CORE_UTILIZATION = 40
--- design.v ---
module divide_by12 (
  input [5:0] numer,
  output [2:0] quotient,
  output [3:0] remain
  );
  reg [2:0] quotient;
  reg [3:0] remain_bit3_bit2;
  assign remain = {remain_bit3_bit2, numer[1:0]};  
  always @(numer[5:2])  
  case(numer[5:2])
     0: begin quotient=0; remain_bit3_bit2=0; end
     1: begin quotient=0; remain_bit3_bit2=1; end
     2: begin quotient=0; remain_bit3_bit2=2; end
     3: begin quotient=1; remain_bit3_bit2=0; end
     4: begin quotient=1; remain_bit3_bit2=1; end
     5: begin quotient=1; remain_bit3_bit2=2; end
     6: begin quotient=2; remain_bit3_bit2=0; end
     7: begin quotient=2; remain_bit3_bit2=1; end
     8: begin quotient=2; remain_bit3_bit2=2; end
     9: begin quotient=3; remain_bit3_bit2=0; end
   10: begin quotient=3; remain_bit3_bit2=1; end
   11: begin quotient=3; remain_bit3_bit2=2; end
   12: begin quotient=4; remain_bit3_bit2=0; end
   13: begin quotient=4; remain_bit3_bit2=1; end
   14: begin quotient=4; remain_bit3_bit2=2; end
   15: begin quotient=5; remain_bit3_bit2=0; end
  endcase
endmodule  
module music (
  input CLK,
  output PIN_10,
  output USBPU   
  );
assign USBPU = 0;
reg [26:0] tone;
always @ ( posedge CLK ) begin
  tone <= tone + 1;
end
wire [5:0] fullnote = tone [26:21];
wire [2:0] octave;
wire [3:0] note;
divide_by12 divby12(.numer(fullnote[5:0]), .quotient(octave), .remain(note));
reg [8:0] clkdivider;
always @ ( note ) begin
    case(note)
      0: clkdivider = 512-1;  
      1: clkdivider = 483-1;  
      2: clkdivider = 456-1;  
      3: clkdivider = 431-1;  
      4: clkdivider = 406-1;  
      5: clkdivider = 384-1;  
      6: clkdivider = 362-1;  
      7: clkdivider = 342-1;  
      8: clkdivider = 323-1;  
      9: clkdivider = 304-1;  
      10: clkdivider = 287-1;  
      11: clkdivider = 271-1;  
      12: clkdivider = 0;  
      13: clkdivider = 0;  
      14: clkdivider = 0;  
      15: clkdivider = 0;  
    endcase
end
reg [8:0] counter_note;
always @(posedge CLK) begin
  if (counter_note==0) counter_note <= clkdivider;
  else counter_note <= counter_note-1;
end
reg [7:0] counter_octave;
always @ ( posedge CLK ) begin
  if (counter_note == 0) begin
    if(counter_octave == 0)
      counter_octave <= (octave==0?255:octave==1?127:octave==2?63:octave==3?31:octave==4?15:7);
    else
      counter_octave <= counter_octave-1;
  end
end
reg PIN_10;
always @ (posedge CLK) begin
  if (counter_note==0 && counter_octave==0) PIN_10 <= ~PIN_10;
end
endmodule
--- constraint.sdc ---
current_design music

set clk_period 7.4
set clk_io_pct 0.2

create_clock -name clk0 -period $clk_period [get_ports {CLK}]

set non_clock_inputs [all_inputs -no_clocks]
set_input_delay [expr $clk_period * $clk_io_pct] -clock clk0 $non_clock_inputs
set_output_delay [expr $clk_period * $clk_io_pct] -clock clk0 [all_outputs]
--- run.sh ---
#!/bin/bash
# OpenROAD 26Q1-2900-gdf79404cd8, Yosys 0.63+post, stock flow scripts
make -C /OpenROAD-flow-scripts/flow DESIGN_CONFIG=/design/flow/config.mk WORK_HOME=/design/flow/orfs finish
==> results.cfg <==
; flow metrics
[clock_tree]
clockBufferDepth = 2
cts_setup_buffers = 0
cts_hold_buf = 0
cts.clk_slew.worst_paths_ns = 0.09
cts.sinks = 50
root_buffer = clkbuf_8
htree_levels = 2
ctsResizeCount = 0
insertion_delay_ns = 0.30
cts_tree = done
numCtsBuffers = 5

[die]
die_y_microns = 79.9
die_w_microns = 79.9
core-area_sq_mm = 0.00589
dieArea_sq_mm = 0.00639
rows = 28
ios = 3
initCoreUtil = 0.413

[run]
maxCapViolations = 0
warnings = 31

[critical_path]
crit_start = PIN_10
path_class = flip-flop to output pin
critPathMaxFanout = 2
end_kind = output pin
endpoint = PIN_10
timing.rr.start = tone[2]
start_kind = flip-flop
cp_data_required_time_ns = 5.92
cp_slowest_stage_delay_ns = 0.46
critical_path_depth = 1
rrSetupSlack_ns = 4.90
path_buffers = 1
path_cells = clkdlybuf4s50_1
arrival_ns = 1.10
rr_endpoint = octave[0]
crit_family = buffers and inverters
cpMaxStageDelayCell = clkdlybuf4s50_1
rr_worst_depth = 7

[finish]
layoutNonFillerInstCount = 332
synthToLayoutAreaGrowth_pct = 7.68
drive_above_1_share = 0.0778

[yosys]
avgSynthCellArea_sq_um = 9.60
ys_async_sr_fraction = 0
syn_inst = 253
ys_cells = 253
syn_area_sq_mm = 0.00243
top_cell = dfxtp_1
yosys-top-cells-count = dfxtp_1, nand2_1, nor2_1
topCellsByArea = dfxtp_1, edfxtp_1, xnor2_1
ys_area_sq_mm = 0.00243
top_area_cell = dfxtp_1
post_synth_num_cell_types = 50
yosys.stat.seqShare = 0.449
synth-main-ff-cell = dfxtp_1
postSynthRegisterBits = 50
yosys_warnings = 2
synth-edff-count = 9
top_cell_area_share = 0.338

[timing]
rsz0062_at_grt = false
post-route-min-period_ns = 2.58
setup_viol = 0
tns_ns = 0
fmax_ghz = 0.387
maxSlewViolCount = 0
finClkSkew_ns = 0.00781
finalCritPeriodShare = 0.349
hold_viol_final = 0

[global_route]
grt_overflow = 0
antenna_found_initial = 0
grt_max_degree = 16
track_usage = 0.132
grt_pass1_wl_microns = 6580
grt_pass1_vias = 1535

[power_and_ir_drop]
finalPower_w = 0.000461
power_leakage_nw = 1.04
power_density_mw_per_mm2 = 176
peakVddDrop_uv = 101

[route]
vias_per_cell = 4.86
antenna_cells_inserted = 0
vias = 1615
wl_per_cell_microns = 11.1
ant_nets = 0
drc = 0
totalWireLength_microns = 3690
first_pass_iters = 6
drtIter0Drc = 53

[worst_hold_path]
hold_class = flip-flop to flip-flop
min-delay-start = tone[0]

[status]
status = finished, final reports clean

[place]
port_buffers = 1
dpl.hpwl_microns = 2720
placedCellCount = 324
place.gp.congestion = 0.815
[routing by layer]
metal  wire, microns  track usage  up-vias
met4              59       0.0214        0
met2            1710        0.220       12
li1                -            -      876
met1            1840        0.183      720
met3              84       0.0278        7
met5               0            0        -
[metrics by stage]
step                      setup WS [ns]  instance area, sq um  utilization  hold WS, ns
after floorplan                    5.08                  2430            -        0.383
after global placement             4.94                  2510        0.426        0.396
after detailed placement           4.89                  2510        0.426        0.399
after CTS                          4.79                  2620        0.444        0.420
after global routing               4.64                  2620        0.444        0.449
final                              4.82                  2620        0.444        0.413
[cell usage in the layout, fill, tap and decap left out, types with 4 or more instances in the layout]
master and instances:
and3_1 4, or3_1 4, inv_1 16, a21oi_1 14, nor3_1 8, xnor2_1 18, o21ai_0 8, nand3_1 11
xor2_1 16, ha_1 11, nor2_1 19, edfxtp_1 9, clkbuf_8 5, dfxtp_1 41, nand2_1 21
[worst min-delay path by stage]
stage | slack, ns | to | cells past startpoint
final | 0.41 | tone[0] | 1
after CTS | 0.42 | tone[0] | 1
after global routing | 0.45 | tone[0] | 1
[report_power, final]
group,internal [W],switching (W)
clock,0.000101,0.0000842
combinational,0,0.0000000123
sequential,0.000275,0
[layout make-up]
| cell class | instances | area [sq um] |
|---|---|---|
| clock inverters | 1 | 30.0 |
| multi-input cells | 180 | 1250 |
| fillers | 548 | 3270 |
| well taps | 75 | 93.8 |
| inverters | 18 | 67.6 |
| flip-flops and latches | 50 | 1090 |
| repair buffers | 1 | 10.0 |
| clock buffers | 7 | 76.3 |
[kinds of logic (layout without fill, tap and decap cells)]
logic type	after synthesis	after routing	share of synthesized area
other cells	1	1	0.00154
flops	50	50	0.449
fa+ha+maj	11	11	0.0567
buf+inv	23	27	0.0376
mux	6	6	0.0263
compound gates	36	36	0.0891
simple gates	91	91	0.210
xor+xnor	35	35	0.129
[sequential cells by signal, summed over array words and instances, names as in the netlist]
signal / flops
counter_note: 9
counter_octave: 8
octave: 3
PIN_10: 1
tone: 27
note: 2
